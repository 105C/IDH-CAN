$ cat ./run.sh
#!/bin/bash
# OpenROAD 26Q1-2900-gdf79404cd8, Yosys 0.63+post, stock flow scripts
make -C /OpenROAD-flow-scripts/flow DESIGN_CONFIG=/design/flow/config.mk WORK_HOME=/design/flow/orfs finish
$ cat ./config.mk
export PLATFORM = sky130hd
export DESIGN_NAME = can_register_syn
export DESIGN_NICKNAME = can_register_syn
export VERILOG_FILES = /design/flow/design.v
export SDC_FILE = /design/flow/constraint.sdc
export NUM_CORES = 4
export LEC_CHECK = 1
export CORE_AREA = 10 10 70 70
export DIE_AREA = 0 0 80 80
$ cat ./constraint.sdc
current_design can_register_syn

set clk_period 1.0
set clk_io_pct 0.2

create_clock -name clk0 -period $clk_period [get_ports {clk}]

set non_clock_inputs [all_inputs -no_clocks]
set_input_delay [expr $clk_period * $clk_io_pct] -clock clk0 $non_clock_inputs
set_output_delay [expr $clk_period * $clk_io_pct] -clock clk0 [all_outputs]
$ cat ./design.v
// synopsys translate_off
`timescale 1ns/10ps
// synopsys translate_on
module can_register_syn
( data_in,
  data_out,
  we,
  clk,
  rst_sync
);
parameter WIDTH = 8;  
parameter RESET_VALUE = 0;
input [WIDTH-1:0] data_in;
input             we;
input             clk;
input             rst_sync;
output [WIDTH-1:0] data_out;
reg    [WIDTH-1:0] data_out;
always @ (posedge clk)
begin
  if (rst_sync)                        
    data_out<=#1 RESET_VALUE;
  else if (we)                         
    data_out<=#1 data_in;
end
endmodule
==> Changelog: implementation <==
## Implementation

- Biggest register: data_out
- CP max stage delay: around 330 ps
- Hold path startpoint: we
- Worst vdd ir: approximately 0.22 mV
- Placement-stage cell area: 528.0 µm²
- Pleak: 0.0002343 µW
- Flops out of synthesis: 8
- FP Rows: 21
- Max Clk Rate: 1063 MHz
- Finished Layout Cells: roughly 90
- Buf+Inv Stages, Crit Path: 1
- Io pins: 19
- Root buffer cell: clkbuf_4
- Worst R2R Start: data_out[4]
- Sequential element share of the synthesized area: 56.14%
- Fp util: 8.352%
- Cycle use final: 94.07%
- WL final: 880 µm
- Gpl congestion: 0.6635
- Mean post-synth cell area: 10.97 µm²
- Final Setup Violations: 0
- Global-route wire length before repair: between 1 and 1.5 mm
- Placed insts: approximately 90
- CP arrival: around 740 ps
- Yosys cell count: 26
- Die area: 0.006400 mm²
- Crit path launch type: flop
- Worst Skew: 0 ps
- Post-layout instance area: 570.5 µm²
- Worst slew margin: 79.47%
- CP Cell Sequence: clkdlybuf4s15_1
- Pwr Total: roughly 700 µW
- Crit end category: primary output
- Ys Warns: 2
- Commonest Layout Cell: clkdlybuf4s50_1
- RSZ-0062 raised after global routing: false
- Worst EP required: 800 ps
- Grt ovf: 0
- Slowest cell on crit path: dfxtp_2
- Largest registers: data_out (8)
- Worst min path class: primary input to flop
- CTS Hold Bufs: 0
- Clock Tree Buf Depth: 2
- R2r setup slk: 350 ps
- Vias per cell: 2.717
- Postcts setup bufs: 0
- Iteration-0 DRC Markers: 1
- Outcome: completed
- Setup WS post-layout: 59.26 ps
- Worst Path Max Fanout: 2
- Antenna violations before repair: 0
- Final hold viol count: 0
- Total core area: ~0.0034 mm²
- Worst-case reg-to-reg path depth: 2
- Worst-Margin Slew: 307.0 ps
- Tot GR Track Use: under 10%
- Die height: roughly 80 µm
- Fin. max-slew vios: 0
- Min Tclk post-route: 940.7 ps
- Clock-pin slew on the worst setup and hold paths: 50 ps
- TritonRoute pass-1 iters: 2
- Setup TNS: 0 ps
- IO Port Bufs: 18
- Maxcap violations: 0
- Max reg flops: 8
- Proportion of layout cells with a drive suffix above 1: 30.43%
- Vias post-DR: 250
- Drt wl/cell: 9.565 µm
- Synth unique cells: 5
- Pre-CTS setup slack: -241.3 ps
- Area grow syn2layout: 100.0%
- ANT nets after route: 0
- Critical path class: flop to primary output
- Post-Syn Area: 285.3 µm²
- Sink Count: 8
- Power Dens Cells: 1224 mW/mm²
- Mapped Cells: 26
- DRC: 0
- Hold endpoint: data_out[5]
- Vias in the first global route: 304
- CTS buffer count: 3
- CTS tree: yes
- Min-Delay Path Depth: 4
- Antenna Diode Count: 0
- Kind of cell adding the most delay to the critical path: flip-flops
- H-tree depth: 1
- Die extent in x: about 80 µm
- Tool Warnings: 25
- FF-to-FF End: data_out[4]
- Worst-Skew Late Latency: around 240 ps
- Most frequent cells in the layout: 9 x clkdlybuf4s50_1, 8 x nor2_1, 8 x dfxtp_2, 8 x clkdlybuf4s15_1, 6 x mux2i_1
- Yosys Chip Area: approximately 290 µm²
- Largest net degree at the start of global routing: 9
-- worst min-delay path, delay by kind of cell --
kind,cells,cell delay (ps)
and+or+nand+nor,1,70
buffers and inverters,2,280
muxes,1,70
-- cell usage after synthesis, drive strengths merged --
| cell | number | area [µm²] |
|---|---|---|
| buf | 2 | 15.01 |
| dfxtp | 8 | 160.2 |
| nor2 | 8 | 30.03 |
| mux2i | 8 | 80.08 |
-- area by class of cell --
cell class / instances / area [µm²]
Sequential cell: 8 / 170.2
Clock buffer: 3 / 22.52
Fill cell: 388 / 2845
Tap cell: 46 / 57.56
Multi-Input combinational cell: 16 / 117.6
Timing Repair Buffer: 19 / 202.7
-- report_power, final --
part / switching [µW] / total (µW) / internal, µW
logic: 33.8 / 118 / 84.1
registers: 10.7 / 353 / 343
clock network: 91.4 / 227 / 136
total: 136 / 699 / 563
-- cells by family (layout without fill, tap and decap cells) --
group	count (synthesis)	count (layout)	synth area share, %
buffers and inverters	2	22	5.262
AND/OR/NAND/NOR	8	8	10.53
flip-flops	8	8	56.14
multiplexers	8	8	28.07
-- through the flow --
stage          hold WS (ps)  util (%)
2_1_floorplan         346.8         -
3_3_place_gp          487.6     15.46
3_5_place_dp          494.4     15.46
4_1_cts               492.5     16.41
5_1_grt               446.6     16.70
6_report              417.9     16.70
-- worst max path at each step --
stage	end	slack (ps)	depth (start not counted)	start
6_report	data_out[4]	60	1	data_out[4]
4_1_cts	data_out[4]	8	4	we
5_1_grt	data_out[0]	5	1	data_out[0]
-- routing by layer --
layer | track usage (%) | wire, µm | up-vias
met5 | 0 | 0 | -
met4 | 0.7042 | 5 | 0
met3 | 1.136 | 35 | 2
met2 | 5.538 | 562 | 2
met1 | 2.212 | 277 | 121
li1 | - | - | 125
-- timing repair --
action / in CTS / in global routing
pin swaps: 0 / 0
gates resized: 24 / 3
hold endpoints to repair: 0 / 0
setup endpoints to repair: 8 / 7
Power and IR drop assume default switching activity.
